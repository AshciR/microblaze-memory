==> design/flow/design.v <==
module seg_mux_counter(
    input clock_in, 
    input reset,
    output reg [1:0] count_out
    );
	parameter COUNT_25M = 499;
	reg [8:0] counter_25M;
	reg clock_25k = 1'b0;  
	always @ (posedge clock_in or posedge reset)
	begin
		if (reset)
			begin
				counter_25M <= 0;
				clock_25k <= 1'b0;
			end
		else
			if (counter_25M == COUNT_25M)
				begin
					counter_25M <= 0;
					clock_25k <= !clock_25k;
				end
			else
				counter_25M <= counter_25M + 1'b1;
	end
	always @ (posedge clock_25k or posedge reset)
	begin
		if (reset)
			count_out <= 2'b00;
		else
			if (count_out == 2'b11)
				count_out <= 2'b00;
			else
				count_out <= count_out + 1'b1;
	end
endmodule
module seven_seg_deocder(
    input      [15:0] data,
    input      [1:0]  anode_sel,
    output reg [3:0]  anode,
    output reg [6:0]  segLED
    );
	parameter zero  = 7'b1000000;  
	parameter one   = 7'b1111001;
	parameter two   = 7'b0100100;
	parameter three = 7'b0110000;
	parameter four  = 7'b0011001;
	parameter five  = 7'b0010010;
	parameter six   = 7'b0000010;
	parameter seven = 7'b1111000;
	parameter eight = 7'b0000000;
	parameter nine  = 7'b0010000;
	parameter a 	 = 7'b0001000;
	parameter b 	 = 7'b0000011;
	parameter c  	 = 7'b1000110;
	parameter d 	 = 7'b0100001;
	parameter e 	 = 7'b0000110;
	parameter f     = 7'b0001110;
	parameter off   = 7'b1111111;
	wire [3:0] data_3;
	wire [3:0] data_2;
	wire [3:0] data_1;
	wire [3:0] data_0;
	assign data_3 = data[15:12];
	assign data_2 = data[11:8];
	assign data_1 = data[7:4];
	assign data_0 = data[3:0];
	always @ (data_to_seg) 
		case(data_to_seg)
			4'b0000: segLED = zero;
			4'b0001: segLED = one;
			4'b0010: segLED = two;
			4'b0011: segLED = three;
			4'b0100: segLED = four;
			4'b0101: segLED = five;
			4'b0110: segLED = six;
			4'b0111: segLED = seven;
			4'b1000: segLED = eight;
			4'b1001: segLED = nine;
			4'b1010: segLED = a;
			4'b1011: segLED = b;
			4'b1100: segLED = c;
			4'b1101: segLED = d;
			4'b1110: segLED = e;
			4'b1111: segLED = f;
			default: segLED = off;
		endcase; 
	reg [3:0] data_to_seg;  
	always @ (anode_sel, data_to_seg, data_3, data_2, data_1, data_0)
		case(anode_sel) 
			2'b11:   data_to_seg = data_3;  
			2'b10:   data_to_seg = data_2;  
			2'b01:   data_to_seg = data_1;  
			default: data_to_seg = data_0;  
		endcase;		
	always @ (anode_sel, anode)
		case(anode_sel) 
			2'b11:   anode = 4'b0111;  
			2'b10:   anode = 4'b1011;  
			2'b01:   anode = 4'b1101;  
			default: anode = 4'b1110;  
		endcase;	
endmodule
module seven_seg_interface(
    input clock_in,
	 input reset,
    input [15:0] data_in,
    output [6:0] segs_out,
	 output [3:0] anode_out
    );
	wire[1:0] anode_sel;
	seven_seg_deocder U1 (
    .data(data_in), 
    .anode_sel(anode_sel), 
    .anode(anode_out), 
    .segLED(segs_out)
    );
	seg_mux_counter U2 (
    .clock_in(clock_in), 
    .reset(reset), 
    .count_out(anode_sel)
    );
endmodule
==> design/flow/run.sh <==
#!/bin/bash
# OpenROAD 26Q1-2900-gdf79404cd8, Yosys 0.63+post, stock flow scripts
make -C /OpenROAD-flow-scripts/flow DESIGN_CONFIG=/design/flow/config.mk WORK_HOME=/design/flow/orfs finish
==> design/flow/config.mk <==
export PLATFORM = sky130hd
export DESIGN_NAME = seven_seg_interface
export DESIGN_NICKNAME = seven_seg_interface
export VERILOG_FILES = /design/flow/design.v
export SDC_FILE = /design/flow/constraint.sdc
export NUM_CORES = 4
export LEC_CHECK = 1
export CORE_AREA = 10 10 78 78
export DIE_AREA = 0 0 88 88
==> design/flow/constraint.sdc <==
current_design seven_seg_interface

set clk_period 2.7
set clk_io_pct 0.2

create_clock -name clk0 -period $clk_period [get_ports {clock_in}]

set non_clock_inputs [all_inputs -no_clocks]
set_input_delay [expr $clk_period * $clk_io_pct] -clock clk0 $non_clock_inputs
set_output_delay [expr $clk_period * $clk_io_pct] -clock clk0 [all_outputs]
==> run notes <==
Notes on the flow outputs.

- The flow ran to the end, and the final reports show no timing, DRC or antenna violations.
- The critical path in this run is classified as input pin to output port.
- The via count of the first global-routing pass was approximately 900.
- The most common cell in the netlist is sky130_fd_sc_hd__inv_1.
- The area of the mapped netlist is 960.9 um^2.
- The worst setup path is captured at an output port.
- Summed over all layers, the global routing overflow is 0.
- The total number of yosys warnings reads 2.
- The average wire length per cell after detail routing is around 13 um.
- The final design area excluding fillers is around 1500 um^2.
- The CTS buffer count is 3.
- The first global-routing pass estimated about 4200 um of wire.
- The maximum net fanout on the critical path reads 3.
- The pin count of the biggest net entering global routing is 13.
- The slew at the pin closest to its max-slew limit is 0.4498 ns.
- Synthesis produced a netlist whose cell count is just over 100.
- The area taken by flip-flops and latches is approximately 300 um^2.
- The first detailed-routing pass ran for 4 iterations.
- The total antenna diodes in the routed design is 0.
- TritonCTS built the clock tree.
- Row generation in the floorplan step produced 24 rows.
- The cell area after placement is approximately 1300 um^2.
- Compared with the post-synthesis result, the final layout area differs by 59.90%.
- The floorplan core density is 21.77%.
- The count of max-cap constraint violations reads 0.
- The total cells reported by yosys after synthesis is 101.
- The all-layer global routing usage reads between 6 and 7%.
- A synthesized cell averages 9.514 um^2.
- The share of the synthesized area in the top cell type is between 30 and 40%.
- The proportion of synthesized flip-flops having asynchronous set or reset is 100.0%.
- The post-synth tally of flip-flops with integrated enable is 0.
- The synthesis area per yosys reads between 900 and 1000 um^2.
- The count of tool warnings is 34.
- The via total after detailed routing reads a little under 900.
- The total wirelength of the detailed-routed design reads roughly 2500 um.
- Power spread over the standard cell area amounts to roughly 260 nW/um^2.
- The die extent in y reads 88 um.
- Per the slew report, the remaining headroom to the max-slew limit stands at a little over two thirds.
- The maximum vdd drop reads about 0.00033 V.
- The power consumption reads 402.3 uW.
- The tally of buffers added on design ports is 28.
- The number of register pins that no clock reaches is 2.
- The total count of hold-check failures in the final report is 0.
- The cell sitting at the root of the clock tree is a sky130_fd_sc_hd__clkbuf_8.
- Per the CTS log, the maximum H-tree level is 1.
- The chip width reads roughly 88 um.
- Setup repair after global routing left no endpoint under its margin.
- The routed via count divided by cell count is between 4 and 5.
- The OpenROAD report gives the critical path a required time of approximately 2.2 ns.
- The path type of the worst min-delay path is flip-flop to flip-flop.
- The portion of the clock cycle consumed by the worst path in the final layout is between 90 and 100%.
- The setup-violating endpoint count in the final report is 0.
- The initial antenna violation count was 0.
- Sorting the synthesized cells by how often they occur yields sky130_fd_sc_hd__inv_1 (13), sky130_fd_sc_hd__dfrtp_1 (12), sky130_fd_sc_hd__ha_1 (11).
- The number of distinct library cells after synthesis is 32.
- The placer's final routability congestion estimate is about 0.83.
- The maximum buffer depth of the clock tree is 2.
- The share of post-route cells with drive strength above 1 reads between 20% and 30%.
- 6 endpoints have no timing constraint.
- According to the dpl log, the detail-placed design has an HPWL of around 1900 um.
- The minimum period implied by the final worst setup slack is 2.616 ns.
- STA classifies the critical path startpoint as an input pin.
- The portion of the post-synthesis area used by sequential elements is about 31%.
- The number of DRC markers in iteration 0 reads 28.
- The core box area reads ~4400 um^2.
- The insertion delay at the late pin of the worst-skew pair is 0.23 ns.
- The cell type contributing the most total cell area after synthesis reads sky130_fd_sc_hd__dfrtp_1.
- After floorplanning, the die was sized to cover between 7000 and 8000 um^2.
- The static power due to leakage is approximately 0.00077 uW.
- The worst setup skew after layout is 0.0006238 ns.
- Across all hold checks on the routed design, the worst slack comes to 0.4794 ns.
- The final layout report lists a filler cell count of between 400 and 500.
- The main area contributors are sky130_fd_sc_hd__dfrtp_1 (31%), sky130_fd_sc_hd__ha_1 (14%), sky130_fd_sc_hd__mux2i_1 (9.4%).
- The total area of multi-input combinational cells reads 660.6 um^2.
- The dominant register cell is sky130_fd_sc_hd__dfrtp_1.
- The CTS clock-pin slew for the worst setup and hold paths is ~0.040 ns.
- The detail route stage leaves a number of antenna-violating nets equal to 0.
- The arrival time at the worst endpoint is 2.08 ns.
- The DRC violation count after routing reads 0.
- The top achievable clock speed reads ~0.38 GHz.
- The floorplan report gives the top-level pin count as 29.
- Max-slew check failures listed in the final report amount to 0.
- After synthesis the netlist holds a flip-flop and latch count of 12.
-- worst paths after layout --
path / endpoint / cells after the start / startpoint / slack (ns)
min in group asynchronous: U2.counter_25M[7] / 2 / reset / 0.62
worst min-delay path: U2.clock_25k / 1 / U2.clock_25k / 0.48
worst min register to register: U2.clock_25k / 1 / U2.clock_25k / 0.48
worst max-delay path: segs_out[0] / 8 / data_in[8] / 0.08
max in group asynchronous: U2.counter_25M[0] / 2 / reset / 1.78
worst max register to register: U2.counter_25M[5] / 5 / U2.counter_25M[0] / 1.18
-- critical path: stages --
cell and delay, ns:
sky130_fd_sc_hd__dlygate4sd2_1 0.23, sky130_fd_sc_hd__a222oi_1 0.30, sky130_fd_sc_hd__mux2_4 0.26, sky130_fd_sc_hd__inv_4 0.06
sky130_fd_sc_hd__ha_4 0.15, sky130_fd_sc_hd__and3_2 0.17, sky130_fd_sc_hd__a221o_1 0.25, sky130_fd_sc_hd__buf_2 0.11
-- layer usage --
metal  wire (um)  up-vias  track usage [%]
met1        1203      399            8.957
met4           0        0           0.7246
met2        1094       29            9.722
met3         238        0            2.432
met5           0        -                0
li1            -      455                -
-- kinds of logic after synthesis --
logic type | count (synthesis) | share of synthesized area, %
buffers and inverters | 15 | 6.771
DFF | 12 | 31.25
adders and majority gates | 11 | 14.32
muxes | 11 | 12.11
AOI/OAI and AO/OA | 19 | 14.06
xor gates and xnor gates | 5 | 4.558
and+or+nand+nor | 28 | 16.93
-- per-stage QoR --
step	std cells	setup TNS, ns	worst slack [ns]	utilization, %
6_report	199	0	0.08350	34.81
3_3_place_gp	185	-2.925	-0.4525	30.53
4_1_cts	196	-0.04996	-0.04996	33.36
2_1_floorplan	101	0	0.3263	-
5_1_grt	199	0	0.01091	34.81
3_5_place_dp	185	-2.990	-0.4722	30.53
-- area by class of cell --
cell class / count / share of cell area [%]
flip-flops and latches: 12 / 19.54
well taps: 52 / 4.235
clock buffers: 3 / 2.687
inverters: 13 / 3.339
multi-input cells: 74 / 43.00
repair buffers: 45 / 27.20
-- flip-flops by register name (all words and copies together), names as in the netlist --
| register | flops |
|---|---|
| U2.counter_25M | 9 |
| U2.count_out | 2 |
| U2.clock_25k | 1 |
-- layout by cell type (no fill, tap or decap), types with 4 or more instances in the layout --
cell type	Yosys	final
sky130_fd_sc_hd__nor2_1	6	6
sky130_fd_sc_hd__dlygate4sd2_1	0	4
sky130_fd_sc_hd__inv_1	13	10
sky130_fd_sc_hd__nand2_1	8	8
sky130_fd_sc_hd__clkdlybuf4s50_1	0	8
sky130_fd_sc_hd__buf_6	1	4
sky130_fd_sc_hd__dfrtp_1	12	12
sky130_fd_sc_hd__mux2i_1	9	8
sky130_fd_sc_hd__ha_1	11	6
sky130_fd_sc_hd__o22ai_1	4	4
sky130_fd_sc_hd__buf_4	0	12
sky130_fd_sc_hd__buf_2	1	7
sky130_fd_sc_hd__dlymetal6s2s_1	0	9
-- report_power, final --
part,internal [uW],total (uW),switching [uW]
Sequential,150,150,0
Clock,97.0,148,50.9
Combinational,64.3,104,39.7
Total,312,402,90.6
-- what timing repair did --
action,in CTS,in global routing
gates resized,40,14
gates cloned,0,0
buffers inserted,8,3
hold buffers,0,0
pin swaps,10,7
setup endpoints to repair,7,7
Power is estimated from default activity; no workload was simulated.
