==> design/flow/design.v <==
`timescale 1ns / 1ps
module sram_model(
    input [9:0] addr,
    inout [7:0] data,
    input oe_n,
    input we_n
    );
	reg [7:0] sram[0:1023];
	always @ (posedge we_n)
		sram[addr] = data;
	assign data = (oe_n == 0) ? sram[addr] : 8'bz;
endmodule
==> design/flow/run.sh <==
#!/bin/bash
# OpenROAD 26Q1-2900-gdf79404cd8, Yosys 0.63+post, stock flow scripts
make -C /OpenROAD-flow-scripts/flow DESIGN_CONFIG=/design/flow/config.mk WORK_HOME=/design/flow/orfs finish
==> design/flow/config.mk <==
export PLATFORM = sky130hd
export DESIGN_NAME = sram_model
export DESIGN_NICKNAME = sram_model
export VERILOG_FILES = /design/flow/design.v
export SDC_FILE = /design/flow/constraint.sdc
export NUM_CORES = 4
export LEC_CHECK = 1
export CORE_UTILIZATION = 50
export SYNTH_MEMORY_MAX_BITS = 65536
==> design/flow/constraint.sdc <==
current_design sram_model

set clk_period 69.0
set clk_io_pct 0.2

create_clock -name clk0 -period $clk_period [get_ports {we_n}]

set non_clock_inputs [all_inputs -no_clocks]
set_input_delay [expr $clk_period * $clk_io_pct] -clock clk0 $non_clock_inputs
set_output_delay [expr $clk_period * $clk_io_pct] -clock clk0 [all_outputs]
==> metrics.cfg <==
[placed_design]
dp_hpwl_um=528000
gp_congestion=0.895
io_buffer_count=10
place_area_um2=328000

[synth]
seq_area_frac_synth_pct=77.7
common_cells=edfxtp_1, mux2i_1, nor2_1, o22ai_1, mux4_2
ys_types=63
yosysTopAreaCellShare_pct=77.7
synth_top_cell_by_count=edfxtp_1
edf_count=8192
yosysWarnings=2
ys_chip_area_um2=317000
yosysCellCount=16815
async_flop_share_pct=0
numSynthFlops=8192
avgSynthCellArea_um2=18.8
topCellsByArea=edfxtp_1, mux2i_1, mux4_2
ff_type=edfxtp_1
synth_cells=16815
netlist_area_um2=317000
yosysTopAreaCell=edfxtp_1

[clock_network]
clock_tree.root_cell=clkbuf_16
postCtsHoldBufs=0
htreeDepth=6
numCtsBuffers=818
post_cts_buffers=0
cts_sinks=8192
clock_path_buffers=4
cts_resized=0

[outcome]
error_line=[error] [KeplerFormal.cpp:679] Workflow failed: Iso has multiple drivers: .data1, place1252.X0
status=did not finish
stop_stage=4_1_cts

[die]
ioPinCount=20
fp.dieH_um=798
fp_util_pct=50.3
rows=291
floorplan.die.width_um=798

==> per-stage QoR <==
stage / setup slack (ps) / hold slack [ps] / instances
2_1_floorplan: 24190 / 14530 / 16815
3_5_place_dp: 33460 / 1530 / 24691
3_3_place_gp: 33460 / 1530 / 24691
==> cell families after synthesis <==
kind of cell	count (synthesis)	synth area share, %
simple gates	2253	3.04
flops	8192	77.7
compound gates	1757	3.67
buf+inv	1097	1.58
mux	3516	14.0
