## design/flow/design.v

```verilog
`timescale 1ns / 1ps
module ctrl_logic(
    input clk,	 
    input rst,
    input [7:0] switches,
	 input write,
	 input read,
	 output write_out,
	 output read_out,
	 output read_mode,
	 output [22:0] addr,    
	 inout [7:0] databus,   
	 output reg ce,	 
    output reg we,  
    output reg oe,  
	 output sram_clk,
    output adv,
    output cre,
	 output reg [7:0] internal_bus,
	 output lb,
    output ub
    );
	parameter [1:0] wait_state     = 2'b00,
						 write_state 	 = 2'b01,
						 addr_state     = 2'b10,
						 read_state     = 2'b11;
	reg [1:0] current_state, next_state;
	parameter [20:0] unusedAddr = 0;
	parameter [7:0] blank_data = 0;
	reg cnt_e; 					 
	reg [2:0] addr_count;	 
	reg [3:0] clk_count;
	wire clk_10_en;
	wire [7:0] input_data;
	wire write_finish;
	assign sram_clk = 0;
	assign adv = 0;
	assign cre = 0;
	assign	lb = 1'b0;  
	assign	ub = 1'b1;  
	assign addr = (write_finish) ? {unusedAddr,switches[1:0]} : {unusedAddr,addr_count[1:0]}; 
	assign input_data = (write_finish) ?  blank_data : switches;  
	assign read_mode = write_finish;
	assign write_finish = (addr_count == 4);
	always @ (posedge clk, posedge rst)
		if (rst)
			clk_count <= 0;
		else if (clk_count == 9)
			clk_count <= 0;
		else
			clk_count <= clk_count + 1'b1;
	assign clk_10_en = (clk_count == 9);
	always @ (posedge clk_10_en, posedge rst)
		if (rst) 
			addr_count <= 0;
		else if (cnt_e)
			if (addr_count == 4)
				addr_count <= 0;
			else 
				addr_count <= addr_count + 1'b1;
	always @ (posedge clk)
		if (oe == 0)
			internal_bus <= databus;
		else 
			internal_bus <= internal_bus;
	assign databus = (we == 0) ? input_data : 8'bz; 
	assign write_out = (current_state == write_state) ? 1'b1 : 1'b0;
	assign read_out  = (current_state == read_state)  ? 1'b1 : 1'b0;
	always @ (posedge clk_10_en, posedge rst)
		if (rst)
			current_state <= wait_state;
		else
			current_state <= next_state;
	always @ (current_state, write, read, write_finish)
		case (current_state)
			wait_state: begin
								ce = 1'b1;  
								we = 1'b1;  
								oe = 1'b1;  
								cnt_e = 1'b0;
								if (~write_finish) 
									if (write)	
										next_state = write_state;  
									else
										next_state = wait_state;  
								else
									if (read)	
										next_state = read_state;  
									else
										next_state = wait_state;  
							end
			write_state: begin
								ce = 1'b0;  
								we = 1'b0;  
								oe = 1'b1;  
								cnt_e = 1'b0;
									next_state = addr_state;
							 end
			addr_state: begin	
								ce = 1'b1;  
								we = 1'b1;  
								oe = 1'b1;  
								cnt_e = 1'b1;
								next_state = wait_state;
							end
			read_state: begin
								ce = 1'b0;  
								we = 1'b1;  
								oe = 1'b0;  
								cnt_e = 1'b0;
									next_state = wait_state;	
							end			
		endcase
endmodule
```

## design/flow/run.sh

```bash
#!/bin/bash
# OpenROAD 26Q1-2900-gdf79404cd8, Yosys 0.63+post, stock flow scripts
make -C /OpenROAD-flow-scripts/flow DESIGN_CONFIG=/design/flow/config.mk WORK_HOME=/design/flow/orfs finish
```

## design/flow/config.mk

```make
export PLATFORM = sky130hd
export DESIGN_NAME = ctrl_logic
export DESIGN_NICKNAME = ctrl_logic
export VERILOG_FILES = /design/flow/design.v
export SDC_FILE = /design/flow/constraint.sdc
export NUM_CORES = 4
export LEC_CHECK = 1
export CORE_AREA = 10 10 100 100
export DIE_AREA = 0 0 110 110
```

## design/flow/constraint.sdc

```tcl
current_design ctrl_logic

set clk_period 1.9
set clk_io_pct 0.2

create_clock -name clk0 -period $clk_period [get_ports {clk}]

set non_clock_inputs [all_inputs -no_clocks]
set_input_delay [expr $clk_period * $clk_io_pct] -clock clk0 $non_clock_inputs
set_output_delay [expr $clk_period * $clk_io_pct] -clock clk0 [all_outputs]
```

==> reports/metrics.yaml <==
clockBufferDepth: 2
unclocked_regs: 7
tool_warnings: 26
setup_viol: 0
drt_iter0_drc: 26
yosys_cells: 101
io_pins: 62
drtPass1Iterations: 4
ys_seq_share_pct: 51.1
vdd_ir_drop_max_mv: 0.203
cp.required_ns: 1.52
yosys-stat-area_um2: 1010
power_uw: 541
met3_usage_pct: 2.23
relSlewSlack_pct: 65.6
cts_hold_buf: 0
critPathTopFamily: "buffers and inverters"
pre_cts_ws_ns: 0.0712
path_class: "primary input to output port"
cp_max_fo: 2
layout-drive-gt1-share_pct: 6.20
die_w_um: 110
wl_um: 2310
worstSetupStartpoint: "switches[0]"
post_cts_buffers: 0
cts_root_buffer: "clkbuf_8"
maxCapViolCount: 0
synthToLayoutAreaGrowth_pct: 33.0
tightest_slew_ns: 0.516
power_density_nw_per_um2: 402
antenna_found_initial: 0
status: "finished, final reports clean"
unconstrained_endpoints: 21
crit_path_end: "addr[0]"
antenna_cells: 0
critPathSlowestCell: "clkdlybuf4s50_1"
cts_tree: "built"
stdcell_count: 231
syn_area_um2: 1010
io_buffers: 27
cp_num_buf_inv: 2
use_met2_pct: 5.67
cpMostUsedCell: "clkdlybuf4s50_1"
slew_violations: 0
ys_ff: 19
grt_first_pass_wirelength_um: 3390
route.detailed.drc: 0
grt_start_max_net_pins: 16
finClkSkew_ns: 0.00169
cts_buffers: 3
fin_crit_sh_pct: 96.1
slowest_delay_ns: 0.48
hold_viol: 0
synthDistinctLibCells: 25
fin_ws_ns: 0.0732
critPathArrivalTime_ns: 1.45
fin_crit_ns: 1.83
place_inst: 227
placed_area_um2: 1300
initCoreUtil_pct: 12.9
vias: 657
layout_top_cells: "clkdlybuf4s50_1 (27), conb_1 (26), nand2_1 (11), and2_1 (8), edfxtp_1 (8)"
path_depth: 4
design.core.area_um2: 7810
num_rows: 32
hold_class: "primary input to register"
wl_per_cell_um: 10.0
final_common_cell: "clkdlybuf4s50_1"
dp_hpwl_um: 1990
die-height_um: 110
tns_ns: 0
gp_congestion: 0.753
htreeDepth: 1
fillCellCount: 862
grt_pass1_vias: 679
fmax_ghz: 0.547
rsz0062_at_grt: "no"
design.die.area_um2: 12100
reg2reg_to: "clk_count[3]$_DFF_PP0_"
drtAntennaViolNets: 0
crit_chain: "clkdlybuf4s50_1, nand2_1, o21ai_0, clkdlybuf4s50_1"
grt.busiest_layer: "met2"
cts_resized: 0
overflow: 0
yosysWarnings: 2
hold_depth: 0
track_usage_pct: 3.55
fin_area_um2: 1350
p_leak_uw: 0.000575
avgSynthCellArea_um2: 10.0
worstSetupStartpointType: "primary input"
clkTransAtPathRegs_ns: 0.05
drt-vias-per-instance: 2.84
gr-usage-met1_pct: 4.12
netlist_instances: 101
clock_latency_ns: 0.23
worstReg2RegStart: "clk_count[2]$_DFF_PP0_"
end_kind: "output port"
r2r_slack_ns: 0.96
r2r_cells: 3
-- metrics by stage --
| stage | utilization (%) | hold WS (ns) |
|---|---|---|
| global route | 17.2 | 0.242 |
| CTS | 17.2 | 0.252 |
| global placement | 16.7 | 0.498 |
| floorplan | - | 0.232 |
| finish | 17.2 | 0.258 |
| detailed placement | 16.7 | 0.499 |
-- sequential cells by signal, indices dropped and copies added, names as in the netlist --
| signal | count |
|---|---|
| clk_count | 4 |
| internal_bus | 8 |
| current_state | 4 |
| addr_count | 3 |
-- power breakdown --
| group | switching [uW] | internal (uW) |
|---|---|---|
| logic | 14.2 | 23.9 |
| registers | 0 | 277 |
| clock network | 84.2 | 142 |
-- cells by family (layout without fill, tap and decap cells) --
family                   Yosys count  after routing  share of synthesized area, %
flip-flops                        19             19                          51.1
AND/OR/NAND/NOR                   31             31                          15.8
adder cells (fa/ha/maj)            2              2                          2.47
other                              2             26                         0.743
buffers and inverters             35             39                          22.6
XOR/XNOR                           1              1                         0.866
AND-OR/OR-AND                     11             11                          6.31
-- synthesized netlist by cell type, drive strengths merged --
| cell | instances | area share, % |
|---|---|---|
| dfstp | 1 | 2.6 |
| nand2b | 2 | 1.2 |
| xnor2 | 1 | 0.87 |
| a22o | 1 | 0.87 |
| nor3 | 1 | 0.49 |
| and3 | 2 | 1.5 |
| o21ai | 9 | 4.5 |
| nand2 | 11 | 4.1 |
| dfrtn | 6 | 15 |
| edfxtp | 8 | 24 |
| nand3 | 1 | 0.49 |
| or3 | 2 | 1.4 |
| a311o | 1 | 0.99 |
| inv | 8 | 3.0 |
| ha | 2 | 2.5 |
| nor2 | 3 | 1.1 |
| buf | 26 | 19 |
| and2 | 8 | 5.0 |
| conb | 2 | 0.74 |
| nor2b | 1 | 0.62 |
| clkbuf | 1 | 0.37 |
| dfrtp | 4 | 9.9 |
-- per-layer routing --
metal,vias to the layer above,wire length (um)
met2,39,1020
li1,329,-
met5,-,0
met3,0,392
met1,289,898
met4,0,0
-- final cells by class --
| cell class | instances | area (um2) | area share [%] |
|---|---|---|---|
| sequential | 19 | 517 | 38.4 |
| inverter | 8 | 30.0 | 2.23 |
| multi-input combinational | 71 | 355 | 26.4 |
| clock inverter | 1 | 3.75 | 0.279 |
| tap | 102 | 128 | 9.49 |
| clock buffer | 3 | 41.3 | 3.07 |
| timing repair buffer | 27 | 270 | 20.1 |
-- worst min path at each step --
stage | from | end | slack (ns)
finish | databus[5] | internal_bus[5]$_DFFE_PP_ | 0.26
global route | databus[5] | internal_bus[5]$_DFFE_PP_ | 0.24
CTS | databus[7] | internal_bus[7]$_DFFE_PP_ | 0.25
Power and IR drop assume default switching activity.
